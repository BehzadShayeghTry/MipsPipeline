==> constraint.sdc <==
current_design RegisterFile

set clk_period 10.4
set clk_io_pct 0.2

create_clock -name clk0 -period $clk_period [get_ports {clk}]

set non_clock_inputs [all_inputs -no_clocks]
set_input_delay [expr $clk_period * $clk_io_pct] -clock clk0 $non_clock_inputs
set_output_delay [expr $clk_period * $clk_io_pct] -clock clk0 [all_outputs]
==> design.v <==
module RegisterFile(input clk, input [4:0] R1point, R2point, writeRpoint, input [31:0] writeData, input writeEnable, output reg[31:0] R1, R2);
    reg [31:0] Registers [0:31];
    integer i;
    initial begin
        for (i=0; i<32; i=i+1) begin
            Registers[i] = 0;
        end
    end
    always @(*) begin
        Registers[0] = 0;
        R1 = Registers[R1point];
		R2 = Registers[R2point];
    end
    always @(negedge clk)
		if (writeEnable) Registers[writeRpoint] = writeData;
endmodule
==> run.sh <==
#!/bin/bash
# OpenROAD 26Q1-2900-gdf79404cd8, Yosys 0.63+post, stock flow scripts
make -C /OpenROAD-flow-scripts/flow DESIGN_CONFIG=/design/flow/config.mk WORK_HOME=/design/flow/orfs finish
==> config.mk <==
export PLATFORM = sky130hd
export DESIGN_NAME = RegisterFile
export DESIGN_NICKNAME = RegisterFile
export VERILOG_FILES = /design/flow/design.v
export SDC_FILE = /design/flow/constraint.sdc
export NUM_CORES = 4
export LEC_CHECK = 1
export CORE_UTILIZATION = 40
==> out/metrics.cfg <==
[clock_tree]
clkTransAtPathRegs_ns=0.03
post_cts_buffers=0
ctsHtreeMaxLevel=3
ctsHoldBuffers=0
tritoncts=built
root_buffer=clkbuf_16
clock_sinks=992
numCtsBuffers=107
cts_max_path_buffers=3

[placed_design]
place_area_sq_um=46960
gp_congestion=1.018
numPortBuffers=112
place_ws_ns=0.7827
dp_hpwl_um=111400
dpl.cell_count=4438

[layout]
fin_area_sq_um=54550
utilization=0.5103
final_cell_mix=inv_1 (1015), edfxtp_1 (992), a22oi_1 (530)
largest_reg_flops=992
layout.cells.most_common=inv_1
fillCellCount=8681
drive_gt1_frac=0.1105
area_growth_pct=26.61
final_cells=5640

[sta]
fin_ws_ns=0.09230
tightest_slew_ns=1.245
finalMaxSlewViolations=0
max_slew_margin=0.1582
holdWs_ns=5.611
finalHoldViolCount=0
setup_viol=0
tns_ns=0
rsz0062_at_grt=false

[grt]
grt.total_usage=0.4238
grt_pass1_vias=42370
antenna_found_initial=10
overflow=0
grt_pass1_wl_um=291400
grt_max_degree=81

[min_path]
min_path_type=in -> out

[yosys]
synth_flops=992
fa_ha_area_frac=0
yosys_area_sq_um=43090
ys_top_logic_family=AND-OR/OR-AND gates
netlist_top_cells_area=edfxtp_1 (69%), a22oi_1 (9.2%), and3_1 (4.3%)
synth_cell_types=53
top_area_frac=0.6913
synthesis.area_sq_um=43090
yosysWarnings=2
netlist_instances=3035
synth_top_cell_by_area=edfxtp_1
async_flop_share=0
yosys.area_share.xor_xnor=0
yosys.area_share.aoi=0.1481
synth-edff-count=992
ys_seq_share=0.6913
ys_cells=3035
ys_sh_mux=0.001800
synthFlopType=edfxtp_1
synth-simple-area-share=0.1314
syn_avg_cell_area_sq_um=14.20

[critical_path]
cp-end-kind=primary output
crit_required_ns=8.32
crit_fanout=2
start_kind=flip-flop
arrival_ns=8.23
criticalPathCategory=reg -> out

[pwr]
p_switching_mw=3.079
combPwrFrac=0.056
p_total_mw=10.79
power_frac_seq=0.418
p_leak_nw=22.33
power_frac_clock=0.526
internal_power_mw=7.714
switching_share=0.2853
p_per_area_nw_per_um2=197.9
ir_drop_v=0.0001316

[floorplanning]
io_pins=113
dieArea_sq_um=109000
core_area_sq_um=106900
core.rowCount=120
die_w_um=330.2
initCoreUtil=0.4031
die_h_um=330.2

[routing]
dr.pass1.iters=10
vias=38790
drt_iter0_drc=4791
drt_wl_total_um=213300
ant_nets=0
drc=0
routed_via_density=6.878
post_drt_wl_per_cell_um=37.82

[job]
drv_cap=0
warnings=1017

[status]
outcome=finished clean

==> timing repair <==
item,in CTS,in global routing
hold endpoints to repair,0,0
resized,0,3
endpoints found under the setup margin,0,2
==> cells by family (layout without fill, tap and decap cells) <==
family	after synthesis	count (layout)
AND-OR/OR-AND	787	787
buffers and inverters	285	1476
flip-flops	992	992
multiplexers	7	7
other	0	11
AND/OR/NAND/NOR	964	964
==> routing by layer <==
layer  track usage  vias up  share of wire
met5        0.1022        -         0.0037
met4        0.2566       35          0.076
met3        0.4187     1165           0.22
met2        0.5408     4566           0.41
met1        0.4195    17900           0.29
li1              -    15120              -
==> cell usage after synthesis (6+ instances only) <==
library cell	number
a2111oi_0	70
a2111oi_1	11
a2111oi_2	17
a221oi_1	10
a222oi_1	61
a22o_1	11
a22oi_1	530
a32oi_1	54
and2_0	8
and2_1	37
and3_1	293
and3b_1	7
and4_1	6
buf_1	17
buf_2	43
clkbuf_1	212
edfxtp_1	992
mux2_2	6
nand2_1	16
nand2b_1	7
nand3_1	312
nand3b_1	9
nand4_1	124
nor2_1	41
nor2b_1	10
nor3b_1	7
nor4_1	9
o21ai_0	6
or4_1	54
==> critical path: stages (launching register included) <==
cell and delay (ns):
edfxtp_1 0.37, and3_1 0.16, a2111oi_1 0.62, nand3_1 0.13, or4_1 0.60, clkdlybuf4s50_1 0.45
==> power by group through the flow <==
stage	Combinational, mW	Sequential (mW)	Clock [mW]
5_1_grt	0.617	4.50	6.20
6_report	0.609	4.51	5.67
4_1_cts	0.577	4.51	5.75
==> cell type report <==
class,instances,area (sq um),area share
Antenna cell,11,27.53,0.0005046
Clock buffer,113,2828,0.05183
Clock inverter,1079,4736,0.08681
Inverter,1,3.754,0.00006880
Multi-Input combinational cell,1758,12550,0.2300
Sequential cell,992,29790,0.5460
Tap cell,1403,1755,0.03218
Timing Repair Buffer,283,2868,0.05257
==> path summary, 6_finish.rpt <==
path / start / to / slack (ns) / cells past startpoint
min: R1point[4] / R1[31] / 5.61 / 5
max: Registers[11][2] / R1[2] / 0.09 / 5
Power figures rest on the tool's default switching activity, not on a simulated workload.
