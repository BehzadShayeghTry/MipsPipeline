$ cat /design/flow/design.v
module IFID(input clk, input [31:0] ins_in, input[31:0] pc_in,
			output reg [31:0] ins_out, output reg [31:0] pc_out, input flush, jump);
	initial {ins_out, pc_out} = 33'b 0;
	always @(posedge clk) begin
		if(!flush) begin
			ins_out = ins_in;
			pc_out = pc_in;
		end
		if(jump) ins_out = 0;
	end
endmodule
$ cat /design/flow/config.mk
export PLATFORM = sky130hd
export DESIGN_NAME = IFID
export DESIGN_NICKNAME = IFID
export VERILOG_FILES = /design/flow/design.v
export SDC_FILE = /design/flow/constraint.sdc
export NUM_CORES = 4
export LEC_CHECK = 1
export CORE_UTILIZATION = 40
$ cat /design/flow/run.sh
#!/bin/bash
# OpenROAD 26Q1-2900-gdf79404cd8, Yosys 0.63+post, stock flow scripts
make -C /OpenROAD-flow-scripts/flow DESIGN_CONFIG=/design/flow/config.mk WORK_HOME=/design/flow/orfs finish
$ cat /design/flow/constraint.sdc
current_design IFID

set clk_period 1.1
set clk_io_pct 0.2

create_clock -name clk0 -period $clk_period [get_ports {clk}]

set non_clock_inputs [all_inputs -no_clocks]
set_input_delay [expr $clk_period * $clk_io_pct] -clock clk0 $non_clock_inputs
set_output_delay [expr $clk_period * $clk_io_pct] -clock clk0 [all_outputs]
==> flow_metrics.env <==
# physical design summary
export IMPL_cp_end_kind="output port"
export IMPL_die_y_um=75.0
export IMPL_cts_path_max_buffers=2
export IMPL_synthCells=136
export IMPL_async_reset_ff_share_pct=0
export IMPL_post_route_period_util_pct=95.6
export IMPL_max_freq_ghz=0.951
export IMPL_crit_required_ns=0.88
export IMPL_via_per_inst=4.38
export IMPL_grt_pass1_wl_mm=6.63
export IMPL_die_area_um2=5620
export IMPL_dr_first_iter_drc_count=29
export IMPL_top_usage_layer="met2"
export IMPL_area_leaders="edfxtp_1 (45%), dfxtp_1 (30%), mux2i_1 (15%)"
export IMPL_yosysCellCount=136
export IMPL_powerDensity_nw_per_um2=1460
export IMPL_synth_seq_share_pct=75.2
export IMPL_ctsRootBufferMaster="clkbuf_8"
export IMPL_worst_slew_pin_slew_ns=0.154
export IMPL_num_antenna_cells=0
export IMPL_maxCapViolCount=0
export IMPL_fill_cells=434
export IMPL_clkLatencyLatePin_ns=0.32
export IMPL_drt_pre_antenna_iters=4
export IMPL_outcome="complete, no violations"
export IMPL_cp_num_buf_inv=1
export IMPL_stage_log_warnings=27
export IMPL_clock_sinks=64
export IMPL_common_cells="dfxtp_1 (32), edfxtp_1 (32), mux2i_1 (32), nor2_1 (32), buf_12 (3)"
export IMPL_gr_usage_met3_pct=7.73
export IMPL_top_cell_area_share_pct=45.1
export IMPL_cts_setup_buffers=0
export IMPL_grt_pass1_vias=1446
export IMPL_wl_per_cell_um=12.8
export IMPL_grt_usage_pct=16.3
export IMPL_cp_depth=1
export IMPL_peakVddDrop_mv=1.13
export IMPL_start_kind="flop"
export IMPL_slew_violations=0
export IMPL_syn_area_um2=2130
export IMPL_post_dp_hpwl_mm=3.15
export IMPL_antenna_found_initial=0
export IMPL_rows=26
export IMPL_comb_power_share_pct=11.3
export IMPL_ff_type="edfxtp_1"
export IMPL_setup_violations=0
export IMPL_cp_max_fo=2
export IMPL_ys_warn_count=1
export IMPL_initCoreUtil_pct=41.7
export IMPL_grt_met1_usage_pct=23.0
export IMPL_clk_pin_slew_ns=0.06
export IMPL_reg2regPathDepth=2
export IMPL_drive_above_1_share_pct=31.3
export IMPL_vias=1536
export IMPL_routed_wl_mm=4.50
export IMPL_hold_viol=0
export IMPL_rsz0062_at_grt="false"
export IMPL_cts_tree="built"
export IMPL_slowest_delay_ns=0.32
export IMPL_coreArea_um2=5110
export IMPL_ys_flops=64
export IMPL_io_pins=131
export IMPL_power_clock_fraction_pct=36.2
export IMPL_die_w_um=75.0
export IMPL_areaGrowthSynthToFinish_pct=68.5
export IMPL_avgSynthCellArea_um2=15.7
export IMPL_hold_buffers=0
export IMPL_ant_nets=0
export IMPL_place_ws_ns=-0.0263
export IMPL_fin_util_pct=70.3
export IMPL_numPortBuffers=130
export IMPL_skew_ns=0
export IMPL_hold_depth=3
export IMPL_htreeDepth=3
export IMPL_top_area_cell="edfxtp_1"
export IMPL_crit_family="flip-flops"
export IMPL_hold_path_class="in2reg"
export IMPL_arrival_ns=0.83
export IMPL_gp_congestion=0.776
export IMPL_setup_tns_final_ns=0
export IMPL_swShare_pct=19.3
export IMPL_slew_headroom_pct=89.4
export IMPL_stdcell_area_um2=3590
export IMPL_met2_usage_pct=23.4
export IMPL_grt_ovfl_total=0
export IMPL_synth_chip_area_um2=2130
export IMPL_setup_ws_ns=0.0483
export IMPL_cp_slowest_cell="dfxtp_2"
export IMPL_leakage_uw=0.00152
export IMPL_place_area_um2=3530
export IMPL_switchingPower_uw=1010
export IMPL_worstSetupPathType="reg2out"
export IMPL_crit_chain="clkdlybuf4s15_1"
export IMPL_seq_power_share_pct=52.5
export IMPL_power_internal_uw=4220
export IMPL_drc=0
export IMPL_grt_max_degree=33
export IMPL_fin_crit_ns=1.05
export IMPL_numCtsBuffers=9
export IMPL_ys_types=9
export IMPL_edf_count=32
-- flip-flops by register name, indices dropped and copies added (netlist names) --
| register | flops |
|---|---|
| ins_out | 32 |
| pc_out | 32 |
-- routing by layer --
| layer | part of all wire [%] | vias up |
|---|---|---|
| met3 | 16 | 15 |
| met1 | 42 | 667 |
| met2 | 39 | 102 |
| met4 | 3.3 | 0 |
| met5 | 0 | - |
| li1 | - | 752 |
-- power by group through the flow --
stage     logic, uW  clock network, uW  registers, uW
6_report        592               1890           2740
5_1_grt         653               2060           2760
4_1_cts         614               1960           2740
-- placed cells by master (no fill, tap or decap), drive strengths merged --
master	instances
buf	32
bufinv	1
clkbuf	21
clkdlybuf4s15	30
clkdlybuf4s50	65
clkinv	3
clkinvlp	1
dfxtp	32
edfxtp	32
mux2i	32
nor2	32
-- timing repair --
item                                    4_1_cts  5_1_grt
pin swaps                                     0        0
resized                                     185        9
endpoints found under the setup margin       64        9
-- final timing paths --
kind	startpoint	slack, ns	endpoint
setup reg to reg	ins_out[17]	0.47	ins_out[17]
setup / recovery	ins_out[6]	0.05	ins_out[6]
hold / removal	flush	0.30	ins_out[11]
hold reg to reg	ins_out[14]	0.48	ins_out[14]
-- through the flow --
stage	std cells	hold slack (ns)	power, uW
floorplan	136	0.292	2920
CTS	351	0.280	5320
global placement	335	0.472	3490
finish	351	0.304	5230
global route	351	0.312	5470
detailed placement	335	0.486	3500
-- final cells by class --
| type | instances | area, um2 | area share (%) |
|---|---|---|---|
| Sequential cell | 64 | 1640 | 45.7 |
| Clock inverter | 4 | 45.0 | 1.26 |
| Tap cell | 70 | 87.6 | 2.44 |
| Timing Repair Buffer | 136 | 1220 | 34.0 |
| Clock buffer | 12 | 145 | 4.04 |
| Inverter | 1 | 7.51 | 0.209 |
| Multi-Input combinational cell | 64 | 440 | 12.3 |
-- kinds of logic after synthesis --
family                 count (synthesis)  synth area share, %
buffers and inverters                  8                 4.11
flip-flops                            64                 75.2
multiplexers                          32                 15.0
AND/OR/NAND/NOR                       32                 5.64
No activity file was given, so power comes from the tool's default toggle rates.
