**/design/flow/run.sh**
```bash
#!/bin/bash
# OpenROAD 26Q1-2900-gdf79404cd8, Yosys 0.63+post, stock flow scripts
make -C /OpenROAD-flow-scripts/flow DESIGN_CONFIG=/design/flow/config.mk WORK_HOME=/design/flow/orfs finish
```
**/design/flow/config.mk**
```make
export PLATFORM = sky130hd
export DESIGN_NAME = IDEX
export DESIGN_NICKNAME = IDEX
export VERILOG_FILES = /design/flow/design.v
export SDC_FILE = /design/flow/constraint.sdc
export NUM_CORES = 4
export LEC_CHECK = 1
export CORE_AREA = 10 10 144 144
export DIE_AREA = 0 0 154 154
```
**/design/flow/constraint.sdc**
```tcl
current_design IDEX

set clk_period 1.0
set clk_io_pct 0.2

create_clock -name clk0 -period $clk_period [get_ports {clk}]

set non_clock_inputs [all_inputs -no_clocks]
set_input_delay [expr $clk_period * $clk_io_pct] -clock clk0 $non_clock_inputs
set_output_delay [expr $clk_period * $clk_io_pct] -clock clk0 [all_outputs]
```
**/design/flow/design.v**
```verilog
module IDEX(input clk, input [2:0] aluSig_in, input WB_in, extendForMem_in, WMEM_in, load_in,
			input [31:0] R1_in, R2_in, wdMem_in,
			input [4:0] rd_in, rs_in, rt_in,
			output reg [2:0] aluSig_out,
			output reg WB_out, extendForMem_out, WMEM_out, load_out,
			output reg [31:0] R1_out, R2_out, wdMem_out,
			output reg [4:0] rd_out, rs_out, rt_out,
			input flush);
	initial {aluSig_out, WB_out, R1_out, R2_out, rd_out, rs_out, rt_out, extendForMem_out, WMEM_out, load_out, wdMem_out} = 118'b 0;
	always @(posedge clk) begin
		aluSig_out = aluSig_in;
		WB_out = WB_in;
		R1_out = R1_in;
		R2_out = R2_in;
		rd_out = rd_in;
		rs_out = rs_in;
		rt_out = rt_in;
		extendForMem_out = extendForMem_in;
		WMEM_out = WMEM_in;
		load_out = load_in;
		wdMem_out = wdMem_in;
		if(flush) begin
			WMEM_out = 0;
			WB_out = 0;
		end
	end
endmodule
```
==> CHANGELOG.md <==
### Implementation results

* Largest type area fraction at around 99%
* Max-slew violation count at 0
* TritonCTS clock tree: done
* Chip area at 0.0237 sq mm
* Outcome: finished, violations left
* Worst hold path class: in -> reg
* Crit path to: rt_out[2]
* F_max at 0.979 GHz
* H-tree levels at 4
* Vias in the first global route at 2152
* CTS buffer count at 17
* Post-synthesis cell area at 0.00237 sq mm
* Largest net degree at the start of global routing at 17
* Seq/Total Area, Yosys at 99.5%
* Most numerous logic cells after layout: clkdlybuf4s50_1 (119), buf_2 (110), dfxtp_1 (98)
* Syn Inst Count at 120
* Mean post-synth cell area at 19.8 sq um
* Pwr Total at between 10 and 15 mW
* Average wire per standard cell at 15.8 microns
* GRT Util Overall at between 7 and 8%
* Initial antenna violation count at 0
* Routed WL at 9670 microns
* Worst-Margin Slew at 178 ps
* Fp_density at 13.6%
* Worst path arrival time at 820 ps
* DR vias at 1855
* CP Buf/Inv Count at 1
* Grt total ovfl at 0
* Comb pwr share at roughly 6%
* Post-CTS Hold Buffers at 0
* Fin cells at 613
* CTS sink cnt at 118
* Worst-path clk slew at roughly 50 ps
* Max Buffers Root-to-Sink at 2
* Sequential power share at between 40% and 50%
* Clock share of power at 50.8%
* Stage-log warning count at 27
* RSZ-0062 raised after global routing: yes
* Inst Count DP at approximately 580
* Failing checks: negative setup slack
* Layout cells sized above 1 at 42.5%
* Delay-heaviest family, CP: flip-flops
* Slowest CP cell: dfxtp_2
* Post-synth top area cell: dfxtp_1
* Final hold vios at 0
* Die height at 154 microns
* Leakage at 2.22 nW
* Die Wd at between 150 and 200 microns
* Slew margin rel. at 88.1%
* Slowest stage delay, CP at 310 ps
* Vias per inst at approximately 3.0
* Area contributors post-synth: dfxtp_1 (99%), nor2b_1 (0.53%)
* Diode count at 0
* GPL Wtd Cong at roughly 0.76
* # rows at 48
* Final setup margin at -21.9 ps
* Crit path depth at 1
* Max Cap Viol at 0
* Int Power at 9.49 mW
* Core area at 0.0175 sq mm
* Iteration-0 DRC Markers at 46
* Top cell excl fill/tap: clkdlybuf4s50_1
* Post-DP HPWL at 8230 microns
* Filler Cells Inserted at 1789
* Yosys stat area at 0.00237 sq mm
* Worst setup EP type: output pin
* Hold_ws at 232 ps
* Residual DRC at 0
* Min Tclk post-route at 1020 ps
* First-pass GRT wire length at 14200 microns
* Setup violators final at 39
* Crit-path max FO at 1
* Switch Pwr at 2.15 mW
* Layout area overhead at 115%
* CP startpoint: rt_out[2]
* Buffers on Ports at 237
* PwrDens at 2290 mW/mm^2
* Synth cell types at 2
* Yosys warning tally at 1
* Crit path launch type: flip-flop
* Crit path kind: reg -> out
* IO Count at 238
* Root Driver: clkbuf_16
* Synthesized registers at about 120
* Switching share of total power at 18.5%
* Peak supply drop at ~1.5 mV
* Crit path cell chain: buf_2
* Antenna viol nets, final at 0
* Period utilization at 102%
* CP required at 800 ps
* 1st-pass router iterations at 3
* Yosys Instances at roughly 120
* Setup TNS at -360 ps
stage by stage:
step	setup WS, ps	instance area (sq um)	utilization [%]
2_1_floorplan	538	2370	-
3_3_place_gp	-36.5	5030	28.8
3_5_place_dp	-34.6	5030	28.8
4_1_cts	-59.3	5040	28.8
5_1_grt	-74.3	5090	29.2
6_report	-21.9	5090	29.2
worst min path at each step:
stage / cells past startpoint / slack, ps / startpoint / end
after CTS: 1 / 210 / R1_in[20] / R1_out[20]
after global routing: 1 / 210 / R2_in[29] / R2_out[29]
final: 1 / 230 / R1_in[19] / R1_out[19]
sequential cells by signal, summed over array words and instances, names as in the netlist:
name and cells:
R1_out 32, R2_out 32, wdMem_out 32, rd_out 5
rs_out 5, rt_out 5, aluSig_out 3, WB_out 1
WMEM_out 1, extendForMem_out 1, load_out 1
cell usage after synthesis:
library cell / number
nor2b_1: 2
dfxtp_1: 118
routing by layer:
layer | part of all wire, % | track usage, % | vias to the layer above
met1 | 36 | 8.14 | 834
met2 | 49 | 13.3 | 127
li1 | - | - | 888
met4 | 0.97 | 0.810 | 0
met5 | 0 | 0 | -
met3 | 13 | 5.63 | 6
what timing repair did:
item,in CTS,in global routing
hold endpoints to repair,0,0
setup buffers,0,0
endpoints found under the setup margin,118,118
resized,387,17
power by group through the flow:
stage | logic [mW] | registers, mW | clock network (mW)
CTS | 0.716 | 5.02 | 6.12
finish | 0.703 | 5.03 | 5.91
global route | 0.770 | 5.05 | 6.38
cell type report:
class | instances | area, sq um | area share [%]
Clock buffer | 22 | 454 | 8.91
Clock inverter | 9 | 128 | 2.50
Multi-Input combinational cell | 2 | 12.5 | 0.246
Tap cell | 225 | 282 | 5.53
Timing Repair Buffer | 237 | 1830 | 36.0
Sequential cell | 118 | 2390 | 46.9
kinds of logic (layout without fill, tap and decap cells):
family	count (synthesis)	count (layout)	share of synthesized area, %
simple gates	2	2	0.527
flops	118	118	99.5
buf+inv	0	268	0
Power and IR drop assume default switching activity.
